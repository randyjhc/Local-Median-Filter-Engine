[./config.mk]
export PLATFORM = sky130hd
export DESIGN_NAME = lmfe_med49
export DESIGN_NICKNAME = lmfe_med49
export VERILOG_FILES = /design/flow/design.v
export SDC_FILE = /design/flow/constraint.sdc
export NUM_CORES = 4
export LEC_CHECK = 1
export CORE_UTILIZATION = 50
[./constraint.sdc]
current_design lmfe_med49

set clk_period 4.9
set clk_io_pct 0.2

create_clock -name clk0 -period $clk_period [get_ports {clk}]

set non_clock_inputs [all_inputs -no_clocks]
set_input_delay [expr $clk_period * $clk_io_pct] -clock clk0 $non_clock_inputs
set_output_delay [expr $clk_period * $clk_io_pct] -clock clk0 [all_outputs]
[./design.v]
module lmfe_med49 (
	clk,
	RST,
	SEN,
	INS,
	DEL,
	MED
);
input  clk;
input  RST;
input  SEN;
input  [7:0] INS;
input  [7:0] DEL;
output [7:0] MED;
wire [7:0] out00, out01, out02, out03, out04, out05, out06, out07, out08, out09,
	out10, out11, out12, out13, out14, out15, out16, out17, out18, out19,
	out20, out21, out22, out23, out24, out25, out26, out27, out28, out29,
	out30, out31, out32, out33, out34, out35, out36, out37, out38, out39,
	out40, out41, out42, out43, out44, out45, out46, out47, out48;
wire [7:0] w_INS, w_DEL, w_min, w_max;
assign MED = out24;
assign w_INS = (SEN)? 255: INS;
assign w_DEL = (SEN)? 255: DEL;
assign w_min = 8'h00;
assign w_max = 8'hff;
COMPARE C00 (.clk(clk), .RST(RST), .INS(w_INS), .DEL(w_DEL), .PRE(w_min), .NXT(out01), .OUT(out00));
COMPARE C01 (.clk(clk), .RST(RST), .INS(w_INS), .DEL(w_DEL), .PRE(out00), .NXT(out02), .OUT(out01));
COMPARE C02 (.clk(clk), .RST(RST), .INS(w_INS), .DEL(w_DEL), .PRE(out01), .NXT(out03), .OUT(out02));
COMPARE C03 (.clk(clk), .RST(RST), .INS(w_INS), .DEL(w_DEL), .PRE(out02), .NXT(out04), .OUT(out03));
COMPARE C04 (.clk(clk), .RST(RST), .INS(w_INS), .DEL(w_DEL), .PRE(out03), .NXT(out05), .OUT(out04));
COMPARE C05 (.clk(clk), .RST(RST), .INS(w_INS), .DEL(w_DEL), .PRE(out04), .NXT(out06), .OUT(out05));
COMPARE C06 (.clk(clk), .RST(RST), .INS(w_INS), .DEL(w_DEL), .PRE(out05), .NXT(out07), .OUT(out06));
COMPARE C07 (.clk(clk), .RST(RST), .INS(w_INS), .DEL(w_DEL), .PRE(out06), .NXT(out08), .OUT(out07));
COMPARE C08 (.clk(clk), .RST(RST), .INS(w_INS), .DEL(w_DEL), .PRE(out07), .NXT(out09), .OUT(out08));
COMPARE C09 (.clk(clk), .RST(RST), .INS(w_INS), .DEL(w_DEL), .PRE(out08), .NXT(out10), .OUT(out09));
COMPARE C10 (.clk(clk), .RST(RST), .INS(w_INS), .DEL(w_DEL), .PRE(out09), .NXT(out11), .OUT(out10));
COMPARE C11 (.clk(clk), .RST(RST), .INS(w_INS), .DEL(w_DEL), .PRE(out10), .NXT(out12), .OUT(out11));
COMPARE C12 (.clk(clk), .RST(RST), .INS(w_INS), .DEL(w_DEL), .PRE(out11), .NXT(out13), .OUT(out12));
COMPARE C13 (.clk(clk), .RST(RST), .INS(w_INS), .DEL(w_DEL), .PRE(out12), .NXT(out14), .OUT(out13));
COMPARE C14 (.clk(clk), .RST(RST), .INS(w_INS), .DEL(w_DEL), .PRE(out13), .NXT(out15), .OUT(out14));
COMPARE C15 (.clk(clk), .RST(RST), .INS(w_INS), .DEL(w_DEL), .PRE(out14), .NXT(out16), .OUT(out15));
COMPARE C16 (.clk(clk), .RST(RST), .INS(w_INS), .DEL(w_DEL), .PRE(out15), .NXT(out17), .OUT(out16));
COMPARE C17 (.clk(clk), .RST(RST), .INS(w_INS), .DEL(w_DEL), .PRE(out16), .NXT(out18), .OUT(out17));
COMPARE C18 (.clk(clk), .RST(RST), .INS(w_INS), .DEL(w_DEL), .PRE(out17), .NXT(out19), .OUT(out18));
COMPARE C19 (.clk(clk), .RST(RST), .INS(w_INS), .DEL(w_DEL), .PRE(out18), .NXT(out20), .OUT(out19));
COMPARE C20 (.clk(clk), .RST(RST), .INS(w_INS), .DEL(w_DEL), .PRE(out19), .NXT(out21), .OUT(out20));
COMPARE C21 (.clk(clk), .RST(RST), .INS(w_INS), .DEL(w_DEL), .PRE(out20), .NXT(out22), .OUT(out21));
COMPARE C22 (.clk(clk), .RST(RST), .INS(w_INS), .DEL(w_DEL), .PRE(out21), .NXT(out23), .OUT(out22));
COMPARE C23 (.clk(clk), .RST(RST), .INS(w_INS), .DEL(w_DEL), .PRE(out22), .NXT(out24), .OUT(out23));
COMPARE C24 (.clk(clk), .RST(RST), .INS(w_INS), .DEL(w_DEL), .PRE(out23), .NXT(out25), .OUT(out24));
COMPARE C25 (.clk(clk), .RST(RST), .INS(w_INS), .DEL(w_DEL), .PRE(out24), .NXT(out26), .OUT(out25));
COMPARE C26 (.clk(clk), .RST(RST), .INS(w_INS), .DEL(w_DEL), .PRE(out25), .NXT(out27), .OUT(out26));
COMPARE C27 (.clk(clk), .RST(RST), .INS(w_INS), .DEL(w_DEL), .PRE(out26), .NXT(out28), .OUT(out27));
COMPARE C28 (.clk(clk), .RST(RST), .INS(w_INS), .DEL(w_DEL), .PRE(out27), .NXT(out29), .OUT(out28));
COMPARE C29 (.clk(clk), .RST(RST), .INS(w_INS), .DEL(w_DEL), .PRE(out28), .NXT(out30), .OUT(out29));
COMPARE C30 (.clk(clk), .RST(RST), .INS(w_INS), .DEL(w_DEL), .PRE(out29), .NXT(out31), .OUT(out30));
COMPARE C31 (.clk(clk), .RST(RST), .INS(w_INS), .DEL(w_DEL), .PRE(out30), .NXT(out32), .OUT(out31));
COMPARE C32 (.clk(clk), .RST(RST), .INS(w_INS), .DEL(w_DEL), .PRE(out31), .NXT(out33), .OUT(out32));
COMPARE C33 (.clk(clk), .RST(RST), .INS(w_INS), .DEL(w_DEL), .PRE(out32), .NXT(out34), .OUT(out33));
COMPARE C34 (.clk(clk), .RST(RST), .INS(w_INS), .DEL(w_DEL), .PRE(out33), .NXT(out35), .OUT(out34));
COMPARE C35 (.clk(clk), .RST(RST), .INS(w_INS), .DEL(w_DEL), .PRE(out34), .NXT(out36), .OUT(out35));
COMPARE C36 (.clk(clk), .RST(RST), .INS(w_INS), .DEL(w_DEL), .PRE(out35), .NXT(out37), .OUT(out36));
COMPARE C37 (.clk(clk), .RST(RST), .INS(w_INS), .DEL(w_DEL), .PRE(out36), .NXT(out38), .OUT(out37));
COMPARE C38 (.clk(clk), .RST(RST), .INS(w_INS), .DEL(w_DEL), .PRE(out37), .NXT(out39), .OUT(out38));
COMPARE C39 (.clk(clk), .RST(RST), .INS(w_INS), .DEL(w_DEL), .PRE(out38), .NXT(out40), .OUT(out39));
COMPARE C40 (.clk(clk), .RST(RST), .INS(w_INS), .DEL(w_DEL), .PRE(out39), .NXT(out41), .OUT(out40));
COMPARE C41 (.clk(clk), .RST(RST), .INS(w_INS), .DEL(w_DEL), .PRE(out40), .NXT(out42), .OUT(out41));
COMPARE C42 (.clk(clk), .RST(RST), .INS(w_INS), .DEL(w_DEL), .PRE(out41), .NXT(out43), .OUT(out42));
COMPARE C43 (.clk(clk), .RST(RST), .INS(w_INS), .DEL(w_DEL), .PRE(out42), .NXT(out44), .OUT(out43));
COMPARE C44 (.clk(clk), .RST(RST), .INS(w_INS), .DEL(w_DEL), .PRE(out43), .NXT(out45), .OUT(out44));
COMPARE C45 (.clk(clk), .RST(RST), .INS(w_INS), .DEL(w_DEL), .PRE(out44), .NXT(out46), .OUT(out45));
COMPARE C46 (.clk(clk), .RST(RST), .INS(w_INS), .DEL(w_DEL), .PRE(out45), .NXT(out47), .OUT(out46));
COMPARE C47 (.clk(clk), .RST(RST), .INS(w_INS), .DEL(w_DEL), .PRE(out46), .NXT(out48), .OUT(out47));
COMPARE C48 (.clk(clk), .RST(RST), .INS(w_INS), .DEL(w_DEL), .PRE(out47), .NXT(w_max), .OUT(out48));
endmodule
module COMPARE (clk, RST, INS, DEL, PRE, NXT, OUT);
input clk;
input RST;
input [7:0] INS;
input [7:0] DEL;
input [7:0] PRE;
input [7:0] NXT;
output reg [7:0] OUT;
reg [7:0] n_OUT;
always @ (posedge clk, posedge RST) begin
	if (RST) begin
		OUT <= 8'hff;
	end else begin
		OUT <= n_OUT;
	end
end
always @ * begin
	n_OUT = OUT;
	if (INS<DEL) begin
		if (OUT>INS && OUT<=DEL && PRE>INS) begin
			n_OUT = PRE;
		end else if (OUT>INS && OUT<=DEL && PRE<=INS) begin
			n_OUT = INS;
		end
	end else if (INS>DEL) begin
		if (OUT<INS && OUT>=DEL && NXT<INS) begin
			n_OUT = NXT;
		end else if (OUT<INS && OUT>=DEL && NXT>=INS) begin
			n_OUT = INS;
		end
	end
end
endmodule
[./run.sh]
#!/bin/bash
# OpenROAD 26Q1-2900-gdf79404cd8, Yosys 0.63+post, stock flow scripts
make -C /OpenROAD-flow-scripts/flow DESIGN_CONFIG=/design/flow/config.mk WORK_HOME=/design/flow/orfs finish
==> results.ini <==
[outcome]
status = complete, no violations

[sta]
worst_slack_ns = 0.864
slew_violations = 0
hold_viol_final = 0
relSlewSlack_pct = 42.8
final.min_clock_period_ns = 4.04
max_freq_ghz = 0.248
fin_hold_ws_ns = 0.470
tightest_slew_ns = 0.854
finalSetupViolations = 0
rsz0062_at_grt = false
finalCritPeriodShare_pct = 82.4
worst_clock_skew_ns = 0.0275

[clock_tree]
clockBufferDepth = 3
clk_latency_ns = 0.66
cts.sinks = 392
clkSlewWorstSetupHoldPaths_ns = 0.06
hold_buffers = 0
clock-root-buffer = clkbuf_16
cts_setup_buffers = 0
h-tree-depth = 2
cts_resized = 0
numCtsBuffers = 51
cts_tree = built

[synth]
syn-cell-area_sq_um = 46000
synth_seq_share_pct = 22.4
synth_flops = 392
synth-main-ff-cell = dfstp_2
yosysTopAreaCell = dfstp_2
synth-edff-count = 0
yosysWarnings = 1
yosys_cells = 5350
synth_cells = 5350
avgSynthCellArea_sq_um = 8.59
synthDistinctLibCells = 124
top_area_share_pct = 22.4
yosysChipArea_sq_um = 46000
async_reset_ff_share_pct = 100
synth.area.top_cells = dfstp_2 22%, ha_1 16%, mux2i_1 5.5%

[detailed_routing]
vias = 43429
wl_um = 171000
dr.pass1.iters = 5
drc = 0
detail-route-antenna-nets = 0
drt_iter0_markers = 3614
drt-wirelength-per-cell_um = 26.3
viasPerCell = 6.67

[grt]
grt_max_degree = 94
grt_use_met2_pct = 56.9
grt_usage_pct = 37.5
grt_overflow = 0
grt_util_met3_pct = 8.67
busiest_layer = met2
grt_first_pass_wirelength_um = 261000
use_met1_pct = 53.6
grt_pass1_vias = 41614
antenna_found_initial = 4

[power_and_ir_drop]
power.density_nw_per_um2 = 538
leakage_nw = 21.4
ir_drop_mv = 0.389

[worst_setup_path]
r2r_setup_slack_ns = 1.71
crit_arrival_ns = 4.58
worst-setup-path-type = in2reg
worstPathMaxFanout = 21
worst_ep_required_time_ns = 5.45
endpoint_kind = flip-flop
start_kind = input port

[flow_run]
maxCapViolCount = 0
warnings = 26

[place]
pre_cts_ws_ns = 0.304
place.gp.congestion = 0.977
hpwl_um = 119000
portBuffers = 26

[worst_hold_path]
holdCritPathClass = reg2reg

[cells_and_area]
fillCellCount = 8006
areaGrowthSynthToFinish_pct = 10.4
drive_gt1_share_pct = 21.2

[die]
dieHeight_um = 305
core_area_sq_um = 90600
num_rows = 110
dieArea_sq_um = 93100
io_pins = 27
fp_util_pct = 50.7
die_w_um = 305

==> where the power goes <==
group	leakage [nW]	total [mW]	internal, mW	switching [mW]
logic	16.5	14.4	6.43	8.00
registers	4.11	9.00	5.90	3.10
clock network	0.805	3.86	2.20	1.65
total	21.4	27.3	14.5	12.8
==> per-layer routing <==
metal  vias to the layer above  wire (um)
li1                      20525          -
met1                     20849      74300
met2                      1648      75000
met3                       397      14300
met4                        10       7280
met5                         -         96
==> worst paths after layout <==
| check | startpoint | endpoint | depth (start not counted) |
|---|---|---|---|
| min in group asynchronous | RST | C47.OUT[2] | 2 |
| worst min-delay path | C46.OUT[0] | C46.OUT[0] | 2 |
| max in group asynchronous | RST | C22.OUT[5] | 4 |
| worst max-delay path | INS[7] | C38.OUT[1] | 13 |
| worst max register to register | C45.OUT[0] | C45.OUT[3] | 10 |
| worst min register to register | C46.OUT[0] | C46.OUT[0] | 2 |
==> Yosys cell counts (all sizes together) (70+ instances only) <==
master / number
a211oi: 87
a21o: 82
a21oi: 349
a31oi: 106
buf: 153
clkbuf: 215
dfstp: 392
ha: 594
inv: 171
mux2: 153
mux2i: 254
nand2: 435
nand3: 94
nand4: 83
nor2: 348
nor3: 180
o211ai: 109
o21a: 120
o21ai: 315
o221ai: 87
o22ai: 70
xnor2: 79
==> worst max-delay path, cell delays in order <==
cell and delay, ns:
clkdlybuf4s50_1 0.48, or2_4 0.31, inv_4 0.29, buf_12 0.25, ha_1 0.28, and4_1 0.19, a21bo_1 0.19, o211ai_1 0.08
a311oi_1 0.47, nand2_1 0.35, nor2_1 0.37, a221oi_1 0.13, a22oi_1 0.19
==> metrics by stage <==
| stage | cell area (sq um) | util (%) | cells | total power [mW] | setup TNS, ns |
|---|---|---|---|---|---|
| after floorplan | 47200 | - | 5350 | 18.8 | -14.41 |
| after global placement | 49100 | 54.2 | 6418 | 22.9 | 0 |
| after detailed placement | 49100 | 54.2 | 6418 | 23.1 | 0 |
| after CTS | 50700 | 56.0 | 6507 | 27.1 | 0 |
| after global routing | 50700 | 56.0 | 6507 | 29.3 | 0 |
| final | 50700 | 56.0 | 6508 | 27.3 | 0 |
==> final cells by class <==
cell class                 count  area (sq um)  share of cell area [%]
antenna                        1          2.50                 0.00493
multi-input combinational   4419         34100                    67.2
inverter                     171           651                    1.28
clock buffer                  70          1450                    2.85
clock inverter                19           181                   0.358
sequential                   392         10300                    20.3
tap                         1176          1470                    2.90
timing repair buffer         260          2560                    5.06
==> layout by cell type (no fill, tap or decap), types with 56 or more instances in the layout <==
cell type	synthesis	routed
nor2_1	340	323
and3_1	60	59
o21ai_0	274	263
nand3_1	92	86
o21a_1	120	119
o221ai_1	86	86
a21oi_1	339	329
o22ai_1	69	68
nand2_1	435	432
nand4_1	83	83
a21o_1	82	82
ha_1	594	589
inv_1	167	164
mux2_2	144	120
xnor2_1	79	79
o211ai_1	107	107
nor3_1	166	162
a211oi_1	73	68
a221o_1	58	58
maj3_1	56	56
dfstp_2	392	392
a31oi_1	105	104
mux2i_1	254	254
buf_4	15	193
==> cell families (layout without fill, tap and decap cells) <==
| group | count (synthesis) | in the layout | synth area share [%] |
|---|---|---|---|
| compound gates | 1752 | 1752 | 27.0 |
| other cells | 0 | 1 | 0 |
| mux | 407 | 407 | 9.28 |
| fa+ha+maj | 656 | 656 | 17.5 |
| xor+xnor | 84 | 84 | 1.60 |
| flops | 392 | 392 | 22.4 |
| simple gates | 1520 | 1520 | 17.1 |
| buf+inv | 539 | 520 | 5.12 |
Power figures rest on the tool's default switching activity, not on a simulated workload.
